--- flow/run.sh ---
#!/bin/bash
# OpenROAD 26Q1-2900-gdf79404cd8, Yosys 0.63+post, stock flow scripts
make -C /OpenROAD-flow-scripts/flow DESIGN_CONFIG=/design/flow/config.mk WORK_HOME=/design/flow/orfs finish
--- flow/config.mk ---
export PLATFORM = sky130hd
export DESIGN_NAME = Idecode32
export DESIGN_NICKNAME = Idecode32
export VERILOG_FILES = /design/flow/design.v
export SDC_FILE = /design/flow/constraint.sdc
export NUM_CORES = 4
export LEC_CHECK = 1
export CORE_UTILIZATION = 40
--- flow/constraint.sdc ---
current_design Idecode32

set clk_period 9.5
set clk_io_pct 0.2

create_clock -name clk0 -period $clk_period [get_ports {clock}]

set non_clock_inputs [all_inputs -no_clocks]
set_input_delay [expr $clk_period * $clk_io_pct] -clock clk0 $non_clock_inputs
set_output_delay [expr $clk_period * $clk_io_pct] -clock clk0 [all_outputs]
--- flow/design.v ---
`timescale 1ns / 1ps
`timescale 1ns / 1ps
module Idecode32(
output[31:0] read_data_1,
output[31:0] read_data_2,
output[31:0] imme_extend,
input[31:0] Instruction,
input[31:0] read_data,
input[31:0] ALU_result,
input Jal,
input RegWrite,
input MemtoReg,
input RegDst,
input clock,
input reset,
input[31:0] opcplus4
    ); 
    reg[31:0] register[0:31];
    wire[5:0] opcode;
    wire[4:0] read_register_1;
    wire[4:0] read_register_2;
    reg[4:0] write_register;
    reg[31:0] write_data;
    wire[4:0] write_register_1;
    wire[4:0] write_register_2;
    wire[15:0] immediate_value;
    wire sign;
    assign opcode = Instruction[31:26];
    assign read_register_1 = Instruction[25:21]; 
    assign read_register_2 = Instruction[20:16]; 
    assign write_register_1 = Instruction[15:11]; 
    assign write_register_2 = Instruction[20:16]; 
    assign immediate_value = Instruction[15:0];
    assign sign = Instruction[15];
    assign imme_extend = (opcode==6'b001100||opcode==6'b001101||opcode==6'b001110)?{{16{1'b0}},immediate_value}:{{16{sign}},immediate_value};
    assign read_data_1 = register[read_register_1];
    assign read_data_2 = register[read_register_2];
    always@* begin
        if(RegWrite==1'b1)begin
            if(opcode==6'b000011&&Jal==1'b1)begin
                write_register = 5'b11111;
            end
            else if(RegDst==1'b1)begin
                write_register = write_register_1;
            end
            else begin
                write_register = write_register_2;
            end
        end
    end
    always@* begin
        if(Jal==1'b1) begin
            write_data = opcplus4;
        end
        else if(MemtoReg==1'b0)begin
            write_data = ALU_result;
        end
        else begin
            write_data = read_data;
        end
    end
    integer i;
    always@(posedge clock) begin
        if(reset==1'b1) begin
            for(i=0;i<32;i=i+1)register[i]<=32'd0;
        end
        else if(RegWrite==1'b1)begin
            if(write_register!=5'd0)begin
                register[write_register]<=write_data;
            end
        end
    end
endmodule
==> impl_metrics.env <==
# source this file to load flow results
export IMPL_status="complete, no violations"
export IMPL_wl_um=193700
export IMPL_syn_avg_cell_area_um2=11.44
export IMPL_grt_pass1_vias=39987
export IMPL_cp_start_kind="primary input"
export IMPL_grt_max_degree=98
export IMPL_setup_viol_count_final=0
export IMPL_place_hpwl_um=111400
export IMPL_syn_inst=4765
export IMPL_numPortBuffers=207
export IMPL_die_w_um=371.1
export IMPL_grt_overflow=0
export IMPL_critPathArrivalTime_ps=5370
export IMPL_rows=135
export IMPL_critPathRequiredTime_ps=7600
export IMPL_maxCapViolCount=0
export IMPL_timing_final_crit_share_pct=76.52
export IMPL_design_die_area_um2=137700
export IMPL_utilization_pct=45.40
export IMPL_grt_util_all_layers_pct=29.81
export IMPL_cts_made_buffers=109
export IMPL_synth_flops=1029
export IMPL_ant_nets=0
export IMPL_layout_drive_gt1_share_pct=8.304
export IMPL_yosys_most_used_dff="edfxtp_1"
export IMPL_power_mw=10.74
export IMPL_setup_worst_path_class="in2out"
export IMPL_vias_per_cell=5.923
export IMPL_area_growth_pct=12.71
export IMPL_crit_fanout=41
export IMPL_vias=39370
export IMPL_logic_area_um2=21510
export IMPL_clockBufferDepth=3
export IMPL_peakVddDrop_mv=0.1466
export IMPL_yosysUniqueCellTypes=27
export IMPL_dp_cells=6444
export IMPL_synth_top_cell_area_share_pct=56.42
export IMPL_clk_pin_slew_ps=60
export IMPL_first_iter_violations=2824
export IMPL_die_height_um=371.1
export IMPL_async_reset_ff_share_pct=0
export IMPL_core_area_um2=135300
export IMPL_tightest_slew_ps=856.5
export IMPL_power_leakage_nw=24.20
export IMPL_grt_setup_unrepaired="no"
export IMPL_syn_area_um2=54500
export IMPL_nFillCells=11888
export IMPL_unclocked_regs=5
export IMPL_hold_worst_slack_ps=1643
export IMPL_cts_root_buf="clkbuf_16"
export IMPL_routedWlPerCell_um=29.14
export IMPL_fin_tns_setup_ps=0
export IMPL_top_cells_by_area="edfxtp_1 (56%), mux2i_1 (19%), nor2_1 (7.1%)"
export IMPL_cts_max_level=3
export IMPL_first_pass_iters=7
export IMPL_yosys_stat_area_um2=54500
export IMPL_power_density_nw_per_um2=174.9
export IMPL_ys_warn_count=1
export IMPL_max_slew_margin_pct=42.90
export IMPL_top_area_cell="edfxtp_1"
export IMPL_gp_routability_congestion=0.9468
export IMPL_hp_class="in2reg"
export IMPL_cp_end_kind="primary output"
export IMPL_io_pins=230
export IMPL_cts_hold_buf=0
export IMPL_layout_cells_non_filler=6647
export IMPL_post_route_min_period_ps=7269
export IMPL_post_cts_resized=0
export IMPL_tool_warnings=26
export IMPL_most_common_cell="mux2i_1"
export IMPL_drc=0
export IMPL_antenna_found_initial=7
export IMPL_grt_pass1_wl_um=274100
export IMPL_fmax_mhz=137.6
export IMPL_cts_tree="yes"
export IMPL_untimed_endpoints=5
export IMPL_regArea_um2=30820
export IMPL_common_cells="mux2i_1 (1061), nor2_1 (1028), edfxtp_1 (1024), nand2_1 (233), a21oi_1 (224)"
export IMPL_ys_cells=4765
export IMPL_report_final_slew_viol_count=0
export IMPL_postCtsSetupRepairBufs=0
export IMPL_hold_viol=0
export IMPL_fp_util_pct=40.28
export IMPL_edf_count=1024
==> per-layer routing <==
metal	track usage, %	vias up	routed length (µm)	part of all wire [%]
li1	-	17372	-	-
met1	36.54	18752	68160	35
met2	42.51	2738	84380	44
met3	21.00	488	32500	17
met4	9.236	20	8170	4.2
met5	1.748	-	485	0.25
==> registers in the layout, indices dropped and copies added, names as in the netlist <==
| name | cells |
|---|---|
| register | 1024 |
| write_register | 5 |
==> critical path: stages <==
cell and delay (ps):
clkdlybuf4s50_1 650, nor2b_4 200, buf_4 570, buf_4 480
a22oi_1 160, a31oi_1 560, nand3_1 310, clkdlybuf4s50_1 490
==> layout by cell type (no fill, tap or decap), types with 3 or more instances in the layout <==
| cell | Yosys | layout |
|---|---|---|
| clkbuf_16 | 0 | 112 |
| a21oi_2 | 0 | 32 |
| clkbuf_1 | 152 | 20 |
| bufinv_16 | 0 | 10 |
| dlxtp_1 | 5 | 5 |
| nor2_1 | 1028 | 1026 |
| nand2_1 | 233 | 220 |
| nor3b_1 | 3 | 3 |
| nand2_2 | 0 | 13 |
| clkinv_1 | 0 | 25 |
| clkdlybuf4s50_1 | 0 | 202 |
| a21oi_1 | 224 | 192 |
| and3b_1 | 3 | 3 |
| a31oi_1 | 64 | 64 |
| clkinv_2 | 0 | 26 |
| nor3_1 | 66 | 66 |
| edfxtp_1 | 1024 | 1024 |
| nand3_1 | 194 | 194 |
| buf_4 | 106 | 137 |
| nand2b_2 | 0 | 35 |
| conb_1 | 1 | 32 |
| a22oi_1 | 192 | 192 |
| nor2b_4 | 0 | 4 |
| mux2i_1 | 1061 | 1061 |
| buf_12 | 0 | 14 |
| clkinvlp_4 | 0 | 4 |
| inv_6 | 0 | 3 |
| a22o_1 | 128 | 128 |
==> final timing paths <==
check | from | to | slack (ps) | depth (start not counted)
max | Instruction[17] | read_data_2[11] | 2230 | 8
min | reset | register[0][24] | 1640 | 1
==> per-stage QoR <==
| step | cell area [µm²] | setup WS [ps] |
|---|---|---|
| floorplan | 54610 | 4636 |
| global placement | 57940 | 2405 |
| detailed placement | 57940 | 2363 |
| CTS | 61420 | 2351 |
| global route | 61420 | 2128 |
| finish | 61420 | 2231 |
==> power breakdown <==
| part | switching, mW | internal (mW) | total (mW) |
|---|---|---|---|
| clock network | 1.80 | 2.41 | 4.22 |
| registers | 0.0688 | 5.10 | 5.17 |
| logic | 0.887 | 0.468 | 1.35 |
==> layout make-up <==
| class | count | share of cell area [%] |
|---|---|---|
| clock inverters | 70 | 0.9859 |
| clock buffers | 132 | 4.685 |
| diodes | 1 | 0.004074 |
| repair buffers | 357 | 5.488 |
| multi-input cells | 3277 | 35.02 |
| well taps | 1781 | 3.628 |
| flip-flops and latches | 1029 | 50.18 |
==> logic make-up (layout without fill, tap and decap cells) <==
kind of cell           count (synthesis)  after routing  synth area share (%)
DFF                                 1024           1024                 56.42
buffers and inverters                490            559                 4.711
other                                  1             33              0.006881
muxes                               1061           1061                 19.49
and+or+nand+nor                     1575           1575                 11.72
latches                                5              5                0.1377
AOI/OAI and AO/OA                    609            609                 7.510
No activity file was given, so power comes from the tool's default toggle rates.
