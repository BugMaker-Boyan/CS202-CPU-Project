--- flow/config.mk ---
export PLATFORM = sky130hd
export DESIGN_NAME = Ifetc32
export DESIGN_NICKNAME = Ifetc32
export VERILOG_FILES = /design/flow/design.v
export SDC_FILE = /design/flow/constraint.sdc
export NUM_CORES = 4
export LEC_CHECK = 1
export CORE_AREA = 10 10 134 134
export DIE_AREA = 0 0 144 144
--- flow/constraint.sdc ---
current_design Ifetc32

set clk_period 5.6
set clk_io_pct 0.2

create_clock -name clk0 -period $clk_period [get_ports {clock}]

set non_clock_inputs [all_inputs -no_clocks]
set_input_delay [expr $clk_period * $clk_io_pct] -clock clk0 $non_clock_inputs
set_output_delay [expr $clk_period * $clk_io_pct] -clock clk0 [all_outputs]
--- flow/design.v ---
`timescale 1ns / 1ps
module Ifetc32(
branch_base_addr,Addr_result,
Read_data_1,
Branch,nBranch,
Jmp,Jal,Jr,
Zero,
clock,reset,
link_addr,
opcode,shamt,func,rom_adr_o,Instruction_i,Instruction_o
    );
    input [31:0] Instruction_i;
    output[31:0] Instruction_o;  
    output[31:0] branch_base_addr;  
    input[31:0] Addr_result;  
    input[31:0] Read_data_1;  
    input Branch;  
    input nBranch;  
    input Jmp;  
    input Jal;  
    input Jr;  
    input Zero;  
    input clock,reset;  
    output reg[31:0] link_addr;  
    output [5:0] opcode;
    output [4:0] shamt;
    output [5:0] func;
    output [13:0] rom_adr_o;
    assign opcode = Instruction_i[31:26];
    assign shamt = Instruction_i[10:6];
    assign func = Instruction_i[5:0];
    reg[31:0] PC,Next_PC;
    assign rom_adr_o = PC[15:2];
    assign branch_base_addr = PC + 32'd4;
    assign Instruction_o = Instruction_i;
    always@* begin
        if(((Branch == 1'b1) && (Zero == 1'b1 )) || ((nBranch == 1'b1) && (Zero == 1'b0)))
            Next_PC = Addr_result * 4;
        else if(Jr == 1'b1)
            Next_PC = Read_data_1 * 4;
        else 
            Next_PC = PC + 32'd4;
    end
    always @(Jal or Jmp)begin
        if(Jal == 1'b1 || Jmp == 1'b1) begin
            link_addr <= (PC + 32'd4)/4;
        end
    end
    always@(negedge clock)begin
        if(reset == 1'b1)
            PC <= 32'h00000000;
        else if(Jal == 1'b1 || Jmp == 1'b1)begin
            PC <= {PC[31:28],Instruction_i[25:0],2'b00};
            end
        else PC <= Next_PC;
    end
endmodule
--- flow/run.sh ---
#!/bin/bash
# OpenROAD 26Q1-2900-gdf79404cd8, Yosys 0.63+post, stock flow scripts
make -C /OpenROAD-flow-scripts/flow DESIGN_CONFIG=/design/flow/config.mk WORK_HOME=/design/flow/orfs finish
==> results.toml <==
# synthesis and place-and-route metrics
[sta]
hold_violations = 0
untimed_endpoints = 60
drv_slew = 0
timing.hold.ws_ps = 558.0
unclocked_regs = 30
setup_viol = 25
clock_skew_ps = 21.87
rsz0062_at_grt = "true"
setup_ws_ps = -479.8
setup-tns-final_ps = -6276

[synth]
edf_count = 0
ys_seq_elements = 60
synthCells = 415
synth_async_sr_flop_share = 0
yosys_cells = 415
syn-cell-area_um2 = 3254
ys.flop_type = "dlxtp_1"
yosysWarnings = 1
ys_chip_area_um2 = 3254
avgSynthCellArea_um2 = 7.842
synth_cell_type_count = 50

[routing]
wirelength_um = 15350
route.detailed.drc = 0
vias_per_cell = 4.533
vias = 4007
diodes = 0
routedWlPerCell_um = 17.36
drtPass1Iterations = 4
drt-initial-drc-count = 139
ant_nets = 0

[critical_path]
worstSetupPathType = "reg2out"
max_stage_delay_ps = 570
crit_required_ps = 4480
crit_path_top_delay_cell = "or4_4"
start_kind = "flip-flop"
crit_fanout = 3
path_cells = "ha_4 > nand3_4 > or4_4 > buf_6 > nor4_4 > or2_4 > buf_2"
rrSetupSlack_ps = 3250
cp-end-kind = "output pin"
worstPathArrival_ps = 4960

[grt]
grt_pass1_wl_um = 23050
grt_max_degree = 28
grt_use_total = 0.1415
gr-total-overflow = 0
antenna_found_initial = 0
grt_pass1_vias = 4301

[finish]
final_util = 0.4412
drive_above_1_share = 0.3319
layout_top_cell = "clkdlybuf4s50_1"
final_cell_mix = "clkdlybuf4s50_1 (175), buf_4 (100), inv_1 (46)"
synthToLayoutAreaGrowth_pct = 105.3
final_cells = 884

[clock_tree]
numCtsBuffers = 5
cts_tree = "done"
htreeDepth = 2
cts_hold_buffers = 0
clock_latency_ps = 360
clk_pin_slew_ps = 30
ctsLongestPathBuffers = 2
cts_root_buf = "clkbuf_16"

[power_and_ir_drop]
powerDensity_nw_per_um2 = 146.7
power_w = 0.0009806
ir_drop_v = 0.00008268
leakagePower_nw = 3.073

[run]
openroad.warnings = 61
cap_viol_max_count = 0

[floorplan]
die_area_um2 = 20740
ios = 231
fp_util = 0.2149
core_um2 = 15150
die_height_um = 144
core.rowCount = 45
dieWidth_um = 144

[place]
dp_hpwl_um = 11390
portBuffers = 204
dp_cells = 803
gp_congestion = 0.9255

[status]
violations = "setup timing"
status = "finished, violations left"

[hold_path]
hold_class = "reg2reg"
per-stage QoR:
step	setup slack (ps)	cell area [um2]
floorplan	17.15	3288
global placement	-542.4	5672
detailed placement	-529.1	5672
CTS	-488.0	6504
global route	-561.9	6683
finish	-479.8	6683
registers in the layout (all words and copies together) (netlist names):
| signal | count |
|---|---|
| PC | 30 |
| link_addr | 30 |
metal layers:
| metal | vias to the layer above | GRT usage | share of wire |
|---|---|---|---|
| met4 | 0 | 0.02687 | 0.0099 |
| met3 | 12 | 0.05424 | 0.096 |
| met5 | - | 0 | 0 |
| met2 | 161 | 0.2410 | 0.49 |
| li1 | 1956 | - | - |
| met1 | 1878 | 0.1668 | 0.41 |
power by group:
group | internal, W | switching [W]
clock network | 0.000188 | 0.000160
logic | 0.000227 | 0.000130
registers | 0.000257 | 0.0000186
cells in the mapped netlist, drive strengths merged, types with 3 or more instances:
cell | instances | area share
nor3b | 3 | 0.0069
or2 | 5 | 0.0096
a2111oi | 3 | 0.0081
o21ai | 14 | 0.022
nor4 | 7 | 0.019
nor2 | 24 | 0.028
o22ai | 3 | 0.0058
nand2 | 24 | 0.028
and3 | 8 | 0.015
clkbuf | 19 | 0.022
a21oi | 30 | 0.046
o311ai | 5 | 0.013
xnor2 | 14 | 0.038
nor3 | 8 | 0.012
or4 | 3 | 0.0081
mux2i | 6 | 0.018
nand3 | 30 | 0.048
inv | 16 | 0.018
buf | 70 | 0.16
a311oi | 3 | 0.0081
a31oi | 7 | 0.013
o211ai | 9 | 0.021
a211oi | 4 | 0.0092
nand4 | 8 | 0.020
xor2 | 10 | 0.027
dlxtp | 30 | 0.14
nand2b | 3 | 0.0058
a21boi | 3 | 0.0069
dfxtp | 30 | 0.18
cell families (layout without fill, tap and decap cells):
logic type	after synthesis	count (layout)	synth area share
adder cells (fa/ha/maj)	1	1	0.003844
buffers and inverters	105	383	0.1988
XOR/XNOR	24	24	0.06459
flip-flops	30	30	0.1845
other	1	4	0.001152
AND-OR/OR-AND	91	91	0.1795
latches	30	30	0.1384
AND/OR/NAND/NOR	126	126	0.2072
multiplexers	7	7	0.02192
layout make-up:
cell class	count	area (um2)
sequential	60	1071
inverter	15	56.30
fill	1363	8463
multi-input combinational	253	2044
clock buffer	5	125.1
tap	188	235.2
clock inverter	32	120.1
timing repair buffer	331	3030
path summary, 6_finish.rpt:
path              startpoint                    to  depth (start not counted)
hold / removal        PC[30]                PC[30]                          2
hold reg to reg       PC[30]                PC[30]                          2
setup reg to reg       PC[3]                PC[24]                         11
setup / recovery       PC[3]  branch_base_addr[24]                          7
timing repair:
| action | CTS | global route |
|---|---|---|
| setup endpoints to repair | 28 | 24 |
| gates resized | 174 | 21 |
| buffers inserted | 32 | 15 |
| pin swaps | 47 | 35 |
| cloned | 0 | 0 |
worst max-delay path, delay by kind of cell (launching register included):
family                   cells  cell delay, ps
adder cells (fa/ha/maj)      1             150
buffers and inverters        2             230
AND/OR/NAND/NOR              4            1100
flip-flops                   1             340
Power figures rest on the tool's default switching activity, not on a simulated workload.
